**flow/run.sh**
```bash
#!/bin/bash
# OpenROAD 26Q1-2900-gdf79404cd8, Yosys 0.63+post, stock flow scripts
make -C /OpenROAD-flow-scripts/flow DESIGN_CONFIG=/design/flow/config.mk WORK_HOME=/design/flow/orfs finish
```
**flow/config.mk**
```make
export PLATFORM = sky130hd
export DESIGN_NAME = uart_top
export DESIGN_NICKNAME = uart_top
export VERILOG_FILES = /design/flow/design.v
export SDC_FILE = /design/flow/constraint.sdc
export NUM_CORES = 4
export LEC_CHECK = 1
export CORE_UTILIZATION = 40
```
**flow/constraint.sdc**
```tcl
current_design uart_top

set clk_period 4.5
set clk_io_pct 0.2

create_clock -name clk0 -period $clk_period [get_ports {clk}]

set non_clock_inputs [all_inputs -no_clocks]
set_input_delay [expr $clk_period * $clk_io_pct] -clock clk0 $non_clock_inputs
set_output_delay [expr $clk_period * $clk_io_pct] -clock clk0 [all_outputs]
```
**flow/design.v**
```verilog
module baud_generator(
    input wire clk,           
    input wire reset,         
    input wire en,            
    output reg baud_tick      
);
    parameter DIVISOR = 326;
    reg [15:0] counter, counter_next;
    reg baud_tick_next;
    always @(posedge clk or posedge reset) begin
        if (reset) begin
            counter <= 0;
            baud_tick <= 0;
        end else begin
            counter <= counter_next;
            baud_tick <= baud_tick_next;
        end
    end
    always @* begin
        counter_next = counter;
        baud_tick_next = 0;
        if (en) begin
            if (counter == DIVISOR - 1) begin
                counter_next = 0;
                baud_tick_next = 1;
            end else begin
                counter_next = counter + 1;
                baud_tick_next = 0;
            end
        end
    end
endmodule
module uart_tx(
    input wire clk,           
    input wire reset,         
    input wire en,            
    input wire baud_tick,     
    input wire tx_start,      
    input wire [7:0] tx_data,  
    output reg tx_busy,       
    output reg tx_done,       
    output reg tx             
);
    parameter IDLE = 2'b00;
    parameter START = 2'b01;
    parameter DATA = 2'b10;
    parameter STOP = 2'b11;
    reg [1:0] state_reg, state_next;
    reg [2:0] bit_counter_reg, bit_counter_next;
    reg [3:0] tick_counter_reg, tick_counter_next;
    reg [7:0] data_reg, data_next;
    reg tx_busy_next, tx_done_next, tx_next;
    always @(posedge clk or posedge reset) begin
        if (reset) begin
            state_reg <= IDLE;
            bit_counter_reg <= 0;
            tick_counter_reg <= 0;
            data_reg <= 0;
            tx_busy <= 0;
            tx_done <= 1;
            tx <= 1;
        end else begin
            state_reg <= state_next;
            bit_counter_reg <= bit_counter_next;
            tick_counter_reg <= tick_counter_next;
            data_reg <= data_next;
            tx_busy <= tx_busy_next;
            tx_done <= tx_done_next;
            tx <= tx_next;
        end
    end
    always @* begin
        state_next = state_reg;
        bit_counter_next = bit_counter_reg;
        tick_counter_next = tick_counter_reg;
        data_next = data_reg;
        tx_busy_next = tx_busy;
        tx_done_next = tx_done;
        tx_next = tx;
        if (en) begin
            case (state_reg)
                IDLE: begin
                    tx_next = 1;   
                    tick_counter_next = 0;
                    bit_counter_next = 0;
                    tx_busy_next = 0;
                    if (tx_start && tx_done) begin
                        data_next = tx_data;
                        tx_done_next = 0;
                        tx_busy_next = 1;
                        state_next = START;
                    end
                end
                START: begin
                    tx_next = 0;   
                    tx_busy_next = 1;
                    if (baud_tick) begin
                        if (tick_counter_reg == 15) begin
                            tick_counter_next = 0;
                            state_next = DATA;
                        end else begin
                            tick_counter_next = tick_counter_reg + 1;
                        end
                    end
                end
                DATA: begin
                    tx_next = data_reg[bit_counter_reg];   
                    tx_busy_next = 1;
                    if (baud_tick) begin
                        if (tick_counter_reg == 15) begin
                            tick_counter_next = 0;
                            if (bit_counter_reg == 7) begin   
                                bit_counter_next = 0;
                                state_next = STOP;
                            end else begin
                                bit_counter_next = bit_counter_reg + 1;
                            end
                        end else begin
                            tick_counter_next = tick_counter_reg + 1;
                        end
                    end
                end
                STOP: begin
                    tx_next = 1;   
                    tx_busy_next = 1;
                    if (baud_tick) begin
                        if (tick_counter_reg == 15) begin
                            tx_done_next = 1;
                            tx_busy_next = 0;
                            state_next = IDLE;
                        end else begin
                            tick_counter_next = tick_counter_reg + 1;
                        end
                    end
                end
            endcase
        end
    end
endmodule
module uart_rx(
    input wire clk,           
    input wire reset,         
    input wire en,            
    input wire baud_tick,     
    input wire rx,            
    output reg rx_busy,       
    output reg rx_done,       
    output reg [7:0] rx_data  
);
    parameter IDLE = 2'b00;
    parameter START = 2'b01;
    parameter DATA = 2'b10;
    parameter STOP = 2'b11;
    reg [1:0] state_reg, state_next;
    reg [2:0] bit_counter_reg, bit_counter_next;
    reg [3:0] tick_counter_reg, tick_counter_next;
    reg [7:0] data_reg, data_next;
    reg rx_busy_next, rx_done_next;
    reg [7:0] rx_data_next;
    reg [1:0] rx_sync_reg, rx_sync_next;
    wire rx_bit = rx_sync_reg[1];
    always @(posedge clk or posedge reset) begin
        if (reset) begin
            state_reg <= IDLE;
            bit_counter_reg <= 0;
            tick_counter_reg <= 0;
            data_reg <= 0;
            rx_busy <= 0;
            rx_done <= 0;
            rx_data <= 0;
            rx_sync_reg <= 2'b11;
        end else begin
            state_reg <= state_next;
            bit_counter_reg <= bit_counter_next;
            tick_counter_reg <= tick_counter_next;
            data_reg <= data_next;
            rx_busy <= rx_busy_next;
            rx_done <= rx_done_next;
            rx_data <= rx_data_next;
            rx_sync_reg <= rx_sync_next;
        end
    end
    always @* begin
        state_next = state_reg;
        bit_counter_next = bit_counter_reg;
        tick_counter_next = tick_counter_reg;
        data_next = data_reg;
        rx_busy_next = rx_busy;
        rx_done_next = rx_done;
        rx_data_next = rx_data;
        if (en) begin
            rx_sync_next = {rx_sync_reg[0], rx};
        end else begin
            rx_sync_next = rx_sync_reg;
        end
        if (en) begin
            case (state_reg)
                IDLE: begin
                    rx_done_next = 0;
                    tick_counter_next = 0;
                    bit_counter_next = 0;
                    rx_busy_next = 0;
                    if (rx_bit == 0) begin   
                        state_next = START;
                        rx_busy_next = 1;
                    end
                end
                START: begin
                    rx_busy_next = 1;
                    if (baud_tick) begin
                        if (tick_counter_reg == 7) begin   
                            if (rx_bit == 0) begin   
                                tick_counter_next = 0;
                                state_next = DATA;
                            end else begin
                                state_next = IDLE;
                                rx_busy_next = 0;
                            end
                        end else begin
                            tick_counter_next = tick_counter_reg + 1;
                        end
                    end
                end
                DATA: begin
                    rx_busy_next = 1;
                    if (baud_tick) begin
                        if (tick_counter_reg == 15) begin   
                            tick_counter_next = 0;
                            data_next[bit_counter_reg] = rx_bit;
                            if (bit_counter_reg == 7) begin   
                                bit_counter_next = 0;
                                state_next = STOP;
                            end else begin
                                bit_counter_next = bit_counter_reg + 1;
                            end
                        end else begin
                            tick_counter_next = tick_counter_reg + 1;
                        end
                    end
                end
                STOP: begin
                    rx_busy_next = 1;
                    if (baud_tick) begin
                        if (tick_counter_reg == 15) begin
                            if (rx_bit == 1) begin
                                rx_done_next = 1;
                                rx_data_next = data_reg;
                            end
                            rx_busy_next = 0;
                            state_next = IDLE;
                        end else begin
                            tick_counter_next = tick_counter_reg + 1;
                        end
                    end
                end
            endcase
        end
    end
endmodule
module uart_top(
    input wire clk,            
    input wire reset,          
    input wire en,             
    input wire tx_start,       
    input wire [7:0] tx_data,  
    output wire tx_busy,       
    output wire tx_done,       
    output wire rx_busy,       
    output wire rx_done,       
    output wire [7:0] rx_data, 
    output wire tx_line,       
    input wire rx_line         
);
    wire baud_tick;
    baud_generator baud_gen(
        .clk(clk),
        .reset(reset),
        .en(en),
        .baud_tick(baud_tick)
    );
    uart_tx transmitter(
        .clk(clk),
        .reset(reset),
        .en(en),
        .baud_tick(baud_tick),
        .tx_start(tx_start),
        .tx_data(tx_data),
        .tx_busy(tx_busy),
        .tx_done(tx_done),
        .tx(tx_line)
    );
    uart_rx receiver(
        .clk(clk),
        .reset(reset),
        .en(en),
        .baud_tick(baud_tick),
        .rx(rx_line),
        .rx_busy(rx_busy),
        .rx_done(rx_done),
        .rx_data(rx_data)
    );
endmodule
```
==> reports/metrics.yaml <==
status:
  status: "finished clean"
yosys:
  flop_cell: "dfrtp_1"
  top_area_frac: 0.4482
  largest_area_cell: "dfrtp_1"
  synth_cells: 343
  async_flop_share: 1.000
  syn_area_per_cell_um2: 10.42
  most_common_cell: "dfrtp_1"
  yosys_warnings: 3
  ys_chip_area_um2: 3573
  edf_count: 0
  synthTopCellsByCount: "dfrtp_1 (64), nand2_1 (30), nor2_1 (29)"
  ys.flops: 70
  netlist_top_cells_area: "dfrtp_1 (45%), dfstp_2 (4.4%), mux2_2 (4.4%)"
  ys_cells: 343
  seq_area_frac_synth: 0.4923
  synth_cell_types: 49
  netlist_area_um2: 3573
worst_hold_path:
  worstHoldPathCells: 1
  hold_path_startpoint: "baud_gen.counter[15]$_DFFE_PP0P_"
  holdPathEnd: "baud_gen.counter[15]$_DFFE_PP0P_"
  hp-class: "flip-flop to flip-flop"
power_and_ir_drop:
  p_leak_uw: 0.001820
  power_density_nw_per_um2: 363.1
  ir_worst_vdd_mv: 0.2032
  finalPower_uw: 1505
placement:
  portBuffers: 25
  finalWeightedCongestion: 0.8422
  dp_hpwl_mm: 4.332
die:
  fp_util: 0.4118
  die_w_um: 96.52
  io_pins: 26
  fp.dieH_um: 96.52
  dieArea_um2: 9315
  row_count: 34
  coreArea_um2: 8678
job:
  warnings: 30
  maxCapViolCount: 0
critical_path:
  r2r_cells: 5
  worstSetupStartpointType: "input port"
  required_ps: 4730
  r2r_setup_slack_ps: 2280
  cp-end-kind: "flip-flop"
  cp.arrival_ps: 3140
  regToRegEndpoint: "receiver.data_reg[4]$_DFFE_PP0P_"
  path_max_fanout: 12
  r2r-start: "receiver.tick_counter_reg[0]$_DFFE_PP0P_"
  path_class: "input port to flip-flop"
drt:
  drt-initial-drc-count: 108
  drc: 0
  dr.pass1.iters: 4
  vias_per_cell: 5.228
  post_drt_wl_per_cell_um: 13.27
  routed_wl_mm: 6.357
  route.antenna.remaining_nets: 0
  vias: 2504
  antenna_cells: 0
global_routing:
  grt_pass1_vias: 2345
  antenna_found_initial: 0
  grt_pass1_wl_mm: 11.12
  grt_max_degree: 46
  track_usage: 0.1545
  overflow: 0
layout:
  fillers: 822
  regMostFlops: "baud_gen.counter"
  logic_area_um2: 1659
  area_delta_synth_final_pct: 16.00
  drive_gt1_frac: 0.1456
  regArea_um2: 1759
  largest_reg_flops: 16
final_timing:
  period_needed_ps: 2909
  finalSetupViolCount: 0
  slew_headroom: 0.5779
  final_hold_viol_count: 0
  fin_skew_ps: 9.844
  fmax_ghz: 0.3438
  tns_ps: 0
  worst_pin_slew_ps: 633.1
  drv_slew: 0
  rsz0062_at_grt: "no"
  fin_crit_sh: 0.6464
cts:
  root_buffer: "clkbuf_8"
  cts_tree: "built"
  hold_buffers: 0
  cts-resized-gates: 0
  cts_made_buffers: 9
  cts_buffer_depth: 2
  cts_setup_buffers: 0
  clk_pin_slew_ps: 80
  clock-sinks: 70
  cts_htree_levels: 3
  worstSkewPairLatency_ps: 340
==> how the worst max path moves through the flow <==
| stage | endpoint | cells past startpoint | slack (ps) | from |
|---|---|---|---|---|
| CTS | receiver.rx_data[7]$_DFFE_PP0P_ | 5 | 1580 | en |
| finish | receiver.rx_data[7]$_DFFE_PP0P_ | 5 | 1590 | en |
| global route | receiver.rx_data[7]$_DFFE_PP0P_ | 5 | 1510 | en |
==> per-layer routing <==
metal / track usage / share of wire
met5: 0 / 0
met4: 0.01716 / 0.014
met3: 0.03182 / 0.036
met2: 0.2283 / 0.44
met1: 0.2512 / 0.51
==> stage by stage <==
step	utilization	hold slack, ps	instances	area [µm²]	setup slack (ps)
CTS	0.4777	493.5	479	4145	1583
global route	0.4777	510.8	479	4145	1505
floorplan	-	436.0	343	3573	1842
finish	0.4777	489.9	479	4145	1591
global placement	0.4482	476.8	463	3890	1252
detailed placement	0.4482	478.6	463	3890	1234
==> cell usage in the layout, fill, tap and decap left out, types with 6 or more instances in the layout <==
cell,synthesis,layout
xnor2_1,8,8
ha_1,12,12
clkdlybuf4s50_1,0,25
nand2_1,30,30
nand3_1,15,15
a21oi_1,9,9
mux2_2,14,14
mux2_4,8,8
dfrtp_1,64,64
dfstp_2,6,6
nor2_1,29,29
and3_1,6,6
xor2_1,9,9
nor3_1,9,9
inv_1,18,17
clkbuf_8,0,11
o21ai_0,28,28
==> where the power goes <==
part	leakage, µW	internal (µW)	switching [µW]
sequential	0.000880	677	56.3
combinational	0.000810	70.2	62.0
clock	0.000130	400	240
total	0.00182	1150	359
==> worst max-delay path: stages <==
cell and delay (ps):
clkdlybuf4s50_1 770, inv_2 180, or3_1 440, a211o_1 470, mux2_4 360
==> cells by family (layout without fill, tap and decap cells) <==
kind of cell,after synthesis,count (layout),share of synthesized area
flops,70,70,0.4923
xor+xnor,17,17,0.04167
buf+inv,34,62,0.04341
simple gates,118,118,0.1618
compound gates,64,64,0.1208
mux,28,28,0.09804
fa+ha+maj,12,12,0.04202
==> final cells by class <==
cell class	instances	area share
repair buffers	27	0.06399
flip-flops and latches	70	0.4244
inverters	19	0.01720
clock buffers	11	0.03652
clock inverters	5	0.02505
well taps	108	0.03260
multi-input cells	239	0.4002
Power and IR drop assume default switching activity.
